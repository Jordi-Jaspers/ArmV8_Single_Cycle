$ cat design/flow/config.mk
export PLATFORM = sky130hd
export DESIGN_NAME = ProgramCounter
export DESIGN_NICKNAME = ProgramCounter
export VERILOG_FILES = /design/flow/design.v
export SDC_FILE = /design/flow/constraint.sdc
export NUM_CORES = 4
export LEC_CHECK = 1
export CORE_UTILIZATION = 40
$ cat design/flow/constraint.sdc
current_design ProgramCounter

set clk_period 13.3
set clk_io_pct 0.2

create_clock -name clk0 -period $clk_period [get_ports {Clk}]

set non_clock_inputs [all_inputs -no_clocks]
set_input_delay [expr $clk_period * $clk_io_pct] -clock clk0 $non_clock_inputs
set_output_delay [expr $clk_period * $clk_io_pct] -clock clk0 [all_outputs]
$ cat design/flow/design.v
module ProgramCounter (NextPC, CurrentPC, SignExt, Branch, ALUZero, Clk, Rst);
input [63:0] CurrentPC;
input [63:0] SignExt;  
input Rst;
input Clk;         
input Branch;
input ALUZero;
output reg [63:0] NextPC;
always @ (posedge Clk)
begin
    if(Rst == 1)                                 
        NextPC <= 0;
    else if (Branch)				 
    begin			    
	 if(ALUZero)       
        	NextPC = CurrentPC + (SignExt << 2);
    	 else
		NextPC = CurrentPC + 4;
    end
    else
        NextPC <= CurrentPC + 4;
end
endmodule
$ cat design/flow/run.sh
#!/bin/bash
# OpenROAD 26Q1-2900-gdf79404cd8, Yosys 0.63+post, stock flow scripts
make -C /OpenROAD-flow-scripts/flow DESIGN_CONFIG=/design/flow/config.mk WORK_HOME=/design/flow/orfs finish
==> run_results.csv <==
group,metric,value,unit
cts,holdBufCountCts,0,
drt,avgRoutedWirePerCell,17.2,um
logic_synthesis,synth_cell_types,69,
power_and_ir_drop,ir_drop,0.0640,mV
logic_synthesis,postSynthCellCount,903,
logic_synthesis,yosys.stat.seqShare,18.9,%
cts,cts_resized,0,
logic_synthesis,async_flop_share,0,%
drt,dr.pass1.iters,5,
drt,drc,0,
power_and_ir_drop,sw_frac_of_total,33.4,%
drt,n_antenna_cell,0,
worst_setup_path,arrival,6450,ps
logic_synthesis,avgSynthCellArea,7.50,um^2
placement,portBuffers,193,
die,fp_util,40.8,%
drt,ant_nets,0,
power_and_ir_drop,power.leakage,3.66,nW
final_timing,slew_violations,0,
drt,routed.top_layer,"met4",
worst_setup_path,slowest_stage,"a41oi_1",
worst_setup_path,start_kind,"input pin",
final_timing,relSlewSlack,52.3,%
cts,cts_made_buffers,9,
drt,wl_met1,10600,um
cts,postCtsSetupBuffers,0,
logic_synthesis,yosys_area,6770,um^2
worst_setup_path,crit_type,"in -> reg",
logic_synthesis,synth_warnings,1,
final_timing,timing.fmax,0.161,GHz
cells_and_area,top_regs,"NextPC x64",
cts,path_clk_slew,60,ps
placement,dp.cells,1285,
cells_and_area,post-route-util,55.1,%
grt,antenna_found_initial,0,
cells_and_area,largest_reg_flops,64,
logic_synthesis,ys_ff,64,
worst_setup_path,critPathRequiredTime,13550,ps
drt,vias,7161,
grt,first_global_vias,6567,
final_timing,final.period_utilization,46.6,%
final_timing,setup_viol,0,
placement,finalWeightedCongestion,0.925,
job,maxCapViolations,0,
placement,pre_cts_ws,6820,ps
power_and_ir_drop,power.internal,0.499,mW
worst_setup_path,cp-end-kind,"register",
cells_and_area,lay_top_count,"clkdlybuf4s50_1",
power_and_ir_drop,comb_power_share,40.9,%
logic_synthesis,ys_cells,903,
final_timing,tightestPinTransition,716,ps
worst_setup_path,critPathMostFrequentCell,"a211oi_1",
cts,cts_root_buffer,"clkbuf_16",
final_timing,hold_viol,0,
drt,viasPerCell,5.51,
grt,gr-total-overflow,0,
hold_path,hold_start,"CurrentPC[1]",
die,die_area,17500,um^2
die,rows,47,
cts,cts_max_path_buffers,2,
cts,cts_num_sinks,64,
cells_and_area,regMostFlops,"NextPC",
logic_synthesis,ys.flop_type,"dfxtp_1",
final_timing,rsz0062_at_grt,"false",
outcome,status,"completed",
worst_setup_path,cp-startpoint,"CurrentPC[2]",
grt,grt_usage,25.5,%
grt,grt_pass1_wl,34800,um
die,io_pins,196,
cts,htreeDepth,3,
power_and_ir_drop,power.share.clock,30.7,%
drt,wl_met2,10400,um
cells_and_area,lay_top_cells,"192 x clkdlybuf4s50_1, 112 x nor2_1, 85 x nand2_1, 75 x a21oi_1, 64 x dfxtp_1",
placement,dp_hpwl,17700,um
drt,wl,22400,um
cells_and_area,fin_cells,1299,
cts,cts_tree,"built",
worst_setup_path,cpPeakStageDelay,510,ps
power_and_ir_drop,p_per_area,82.0,nW/um^2
logic_synthesis,edf_count,0,
die,core-area,16600,um^2
final_timing,post-route-min-period,6200,ps
cells_and_area,fillerInstances,1626,
cells_and_area,syn_to_final_growth,35.0,%
grt,grt_max_degree,60,
drt,dr.first_iter.drc_count,351,
job,warnings,27,
final_timing,final.setup.tns,0,ps
worst_setup_path,crit_fanout,5,
power_and_ir_drop,p_sw,0.250,mW
power_and_ir_drop,p_seq_share,28.4,%
hold_path,hold_class,"in -> reg",
worst_setup_path,worstPathCellList,"clkdlybuf4s50_1 -> ha_1 -> fa_1 -> a211oi_1 -> o21ai_0 -> o211ai_1 -> nand2_1 -> a31oi_1 -> o221ai_1 -> a41oi_1 -> o21bai_1 -> xnor2_1 -> a211oi_1",
die,dieWidth,132,um
drt,met3WireLength,1210,um
die,die_h,132,um
final_timing,setup_ws,7100,ps
final_timing,hold_slack,2880,ps
cells_and_area,drive_above_1_share,3.61,%
logic_synthesis,synth_area,6770,um^2
synthesized netlist by cell type, types with 10 or more instances:
library cell	n	area [um^2]
nor2_1	112	420
nand2_1	85	319
a21oi_1	75	375
dfxtp_1	64	1280
xnor2_1	63	552
ha_1	62	776
xor2_1	51	447
a211oi_1	50	375
o21ai_0	44	220
a21o_1	36	270
clkbuf_1	26	97.6
nand3_1	23	115
and3_1	21	131
inv_1	21	78.8
nand4_1	19	119
a31oi_1	13	81.3
o21bai_1	11	82.6
nor2b_1	10	62.6
critical path: cells and delay by family:
family / cells / cell delay, ps
AND/OR/NAND/NOR: 1 / 170
AND-OR/OR-AND: 8 / 2240
buffers and inverters: 1 / 500
adder cells (fa/ha/maj): 2 / 710
XOR/XNOR: 1 / 160
cell type report:
type	count	area [um^2]	area share, %
Clock buffer	14	274	3.00
Inverter	21	78.8	0.863
Multi-Input combinational cell	784	5280	57.8
Sequential cell	64	1280	14.0
Tap cell	220	275	3.01
Timing Repair Buffer	196	1950	21.3
logic make-up after synthesis:
group | Yosys count | synth area share (%)
AND-OR/OR-AND | 281 | 27.1
XOR/XNOR | 114 | 14.7
adder cells (fa/ha/maj) | 63 | 11.8
buffers and inverters | 55 | 3.12
flip-flops | 64 | 18.9
multiplexers | 2 | 0.369
AND/OR/NAND/NOR | 324 | 24.0
path summary, 6_finish.rpt:
check                         to  cells past startpoint  slack [ps]
worst max-delay path  NextPC[50]                     13        7100
worst min-delay path   NextPC[1]                      2        2880
through the flow:
stage               power, mW  cell area (um^2)
floorplan               0.392              6770
global placement        0.523              8860
detailed placement      0.520              8860
CTS                     0.757              9140
global route            0.797              9140
finish                  0.749              9140
power by group through the flow:
stage,logic (mW),clock network [mW],registers [mW]
after global routing,0.336,0.247,0.214
final,0.306,0.230,0.213
after CTS,0.306,0.238,0.213
metal layers:
| metal | vias up | GRT usage [%] |
|---|---|---|
| met4 | 0 | 2.84 |
| met1 | 3298 | 37.0 |
| met3 | 16 | 3.81 |
| met5 | - | 0 |
| li1 | 3641 | - |
| met2 | 206 | 41.8 |
No activity file was given, so power comes from the tool's default toggle rates.
